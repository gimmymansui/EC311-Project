<file path="./design.v">
`timescale 1ns / 1ps
module SevenSegmentLED(clk,rst,AN_In,C_In,AN_Out,C_Out);
input clk, rst;
input [55:0] C_In;
input [7:0] AN_In;
output reg [7:0] AN_Out;
output reg [6:0] C_Out;
reg [2:0] LEDCounter;
reg [16:0] clkCounter;
reg slowClk;
parameter TOGGLE = 17'd100000; 
always @ (posedge slowClk or posedge rst)
begin
    if(rst)
    begin
        AN_Out <= 0;
        C_Out <= 0;
        LEDCounter <= 0;
    end
    else
    begin
        LEDCounter <= LEDCounter + 1;
        AN_Out <= ~((8'd1 << LEDCounter)&AN_In);
        C_Out <= ~C_In[LEDCounter*7+:7];
    end
end
always @ (posedge clk or posedge rst)
begin
    if(rst)
    begin
        clkCounter <= 0;
        slowClk <= 0;
    end
    else
    begin
        if(clkCounter == TOGGLE)
        begin
            slowClk <= 0;
            clkCounter <= 0;
        end
        else if(clkCounter > TOGGLE/2)
        begin
            slowClk <= 1;
            clkCounter <= clkCounter + 1;
        end
        else
        begin
            slowClk <= 0;
            clkCounter <= clkCounter + 1;
        end
    end
end
endmodule
`timescale 1ns / 1ps
module bin_to_hex(
    input clk, rst,
    input [3:0]binary_val,
    output reg[3:0] hex_val
    );
    always @(posedge clk, posedge rst)begin
        if(rst) begin
            hex_val <= 4'h0;
        end
        else begin
        case (binary_val)
            4'b0000: hex_val = 4'h0;
            4'b0001: hex_val = 4'h1;
            4'b0010: hex_val = 4'h2;
            4'b0011: hex_val = 4'h3;
            4'b0100: hex_val = 4'h4;
            4'b0101: hex_val = 4'h5;
            4'b0110: hex_val = 4'h6;
            4'b0111: hex_val = 4'h7;
            4'b1000: hex_val = 4'h8;
            4'b1001: hex_val = 4'h9;
            4'b1010: hex_val = 4'ha;
            4'b1011: hex_val = 4'hb;
            4'b1100: hex_val = 4'hc;
            4'b1101: hex_val = 4'hd;
            4'b1110: hex_val = 4'he;
            4'b1111: hex_val = 4'hf;
            default: hex_val = 4'h0; 
        endcase
        end
    end
endmodule
`timescale 1ns / 1ps
module bin_to_sevenseg(
input clk,
input rst,
input [3:0] binaryIn, output reg [6:0] segOut
);
always @ (posedge clk, posedge rst) begin
    if(rst) begin
        segOut <= 4'h0;
    end
    else begin 
      case(binaryIn)
        4'b0000: segOut = 7'b0111111;  
        4'b0001: segOut = 7'b0000110;  
        4'b0010: segOut = 7'b1011011;  
        4'b0011: segOut = 7'b1001111;  
        4'b0100: segOut = 7'b1100110;  
        4'b0101: segOut = 7'b1101101;  
        4'b0110: segOut = 7'b1111101;  
        4'b0111: segOut = 7'b0000111;  
        4'b1000: segOut = 7'b1111111;  
        4'b1001: segOut = 7'b1101111;  
        4'b1010: segOut = 7'b1110111;  
        4'b1011: segOut = 7'b1111100;  
        4'b1100: segOut = 7'b0111001;  
        4'b1101: segOut = 7'b1011110;  
        4'b1110: segOut = 7'b1111001;  
        4'b1111: segOut = 7'b1110001;  
        default: segOut = 7'b0000000;  
      endcase
      end
end
endmodule
`timescale 1ns / 1ps
module check_guess (
  input clk,
  input reset,
  input [15:0] answer,
  input [15:0] guess,
  output reg [7:0] result
);
  reg [3:0] correct_count;
  reg [3:0] wrong_count;
  always @(posedge clk, posedge reset) begin
    if (reset) begin
      result <= 8'b00000000;
    end 
    else begin
      correct_count = ((answer[3:0] == guess[3:0]) ? 1 : 0) +
                      ((answer[7:4] == guess[7:4]) ? 1 : 0) +
                      ((answer[11:8] == guess[11:8]) ? 1 : 0) +
                      ((answer[15:12] == guess[15:12]) ? 1 : 0);
      wrong_count = ((answer[3:0] == guess[7:4] || answer[3:0] == guess[11:8] || answer[3:0] == guess[15:12]) ? 1 : 0) +
                    ((answer[7:4] == guess[3:0] || answer[7:4] == guess[11:8] || answer[7:4] == guess[15:12]) ? 1 : 0) +
                    ((answer[11:8] == guess[3:0] || answer[11:8] == guess[7:4] || answer[11:8] == guess[15:12]) ? 1 : 0) +
                    ((answer[15:12] == guess[3:0] || answer[15:12] == guess[7:4] || answer[15:12] == guess[11:8]) ? 1 : 0);
      result = {wrong_count, correct_count};
    end
  end
endmodule
`timescale 1ns / 1ps
module debouncer(
    input clk, button,
    output reg clean
    );
    reg [3:0] deb_count;
    reg output_exist;
    reg [3:0] MAX = 4'b1000;
    always @ (posedge clk)
    begin
        if (button) begin         
            if (!output_exist) begin             
                if (deb_count == MAX) begin
                    clean <= 1'b1;
                    deb_count = 4'b0;
                    output_exist = 1'b1;
                end else begin
                    deb_count = deb_count + 1;
                end    
            end else begin
                clean <= 1'b0;
            end           
        end else begin
            clean <= 1'b0;
            deb_count <= 4'b0;
            output_exist <= 1'b0;
        end
    end
endmodule
`timescale 1ns / 1ps
module guessing_game(
  input [3:0]switch_seg_0, 
  input [3:0]switch_seg_1,
  input [3:0]switch_seg_2,
  input [3:0]switch_seg_3, 
  input clk,
  input rst,
  input btn,
  output[6:0]segment,
  output[6:0]AN_Out
);
reg [7:0] counter;
reg [2:0] state;
reg [7:0] AN_In = 8'b00000011; 
parameter IDLE = 3'b000;
parameter P1_GUESS = 3'b001;
parameter P2_GUESS = 3'b010;
parameter P1_WINS = 3'b011;
parameter P2_WINS = 3'b100;
wire debounced_btn;
debouncer debouncer_inst (
  .clk(clk),
  .button(btn),
  .clean(debounced_btn)
);
wire[15:0] p1_answer;
wire[15:0] p2_answer;
read_input p1_secret_num(switch_seg_0, switch_seg_1, switch_seg_2, switch_seg_3, p1_answer);
read_input p2_secret_num(switch_seg_0, switch_seg_1, switch_seg_2, switch_seg_3, p2_answer);
wire[15:0] p1_guess;
wire[15:0] p2_guess;
read_input guess_p1(switch_seg_0, switch_seg_1, switch_seg_2, switch_seg_3, p1_guess);
read_input guess_p2(switch_seg_0, switch_seg_1, switch_seg_2, switch_seg_3, p2_guess);
wire[7:0] p1_guess_check;
wire[7:0] p2_guess_check;
check_guess guess_checking_p1(.clk(clk), .reset(rst),
    .answer(p2_answer),
    .guess(p1_guess),
    .result(p1_guess_check)
  );
  check_guess guess_checking_p2(.clk(clk), .reset(rst),
    .answer(p1_answer),
    .guess(p2_guess),
    .result(p2_guess_check)
  );
    wire[6:0] p1_wrong_seg_disp;
    wire[6:0] p1_correct_seg_disp;
    bin_to_sevenseg num_wrong_p1_disp(clk, rst, p1_guess_check[7:4], p1_wrong_seg_disp);
    bin_to_sevenseg num_correct_p1_disp(clk, rst, p1_guess_check[3:0], p1_correct_seg_disp);
    wire[6:0] p2_wrong_seg_disp;
    wire[6:0] p2_correct_seg_disp;
    bin_to_sevenseg num_wrong_p2_disp(clk, rst, p2_guess_check[7:4], p2_wrong_seg_disp);
    bin_to_sevenseg num_correct_p2_disp(clk, rst, p2_guess_check[3:0], p2_correct_seg_disp);
    reg[55:0] C_In;
    SevenSegmentLED ssLED(.clk(clk),.rst(rst),.AN_In(AN_In),.C_In(C_In),.AN_Out(AN_Out),.C_Out(segment));
always @(posedge clk) begin
    if (rst) begin
      counter <= 0;
      state <= IDLE;
      C_In <= {7'd0,7'd0, 7'd0, 7'd0, 7'd0, 7'd0,7'b0111111, 7'b0111111};
    end
  case(state)
    IDLE: begin
    C_In <= {7'd0,7'd0, 7'd0, 7'd0, 7'd0, 7'd0,7'b0111111, 7'b0111111};
      counter <= 0;
      if(debounced_btn) begin
        state <= P1_GUESS;
      end
    end
    P1_GUESS: begin
      if(debounced_btn) begin
        C_In <= {7'd0,7'd0, 7'd0, 7'd0, 7'd0, 7'd0,p1_wrong_seg_disp, p1_correct_seg_disp};
        if(p1_guess_check == 8'b00000100) begin
          state <= P1_WINS;
        end
      end
        else begin
          state <= P2_GUESS;
        end
      end
    P2_GUESS: begin
      counter <= 0;
      if(debounced_btn) begin
      C_In <= {7'd0, 7'd0, 7'd0, 7'd0, 7'd0, 7'd0,p2_wrong_seg_disp, p2_correct_seg_disp};
        if(p2_guess_check == 8'b00000100) begin
          state <= P2_WINS;
        end
        else begin
          state <= P1_GUESS;
        end
      end
    end
    P1_WINS: begin
    C_In <= {7'd0, 7'd0, 7'd0, 7'd0, 7'd0, 7'd0,7'b1110011, 7'b0000110};
      if(counter == 8'hFF) begin
        state <= IDLE;
      end
      else begin
        counter <= counter + 1;
      end
    end
    P2_WINS: begin
    C_In <= {7'd0, 7'd0, 7'd0, 7'd0, 7'd0, 7'd0,7'b1110011, 7'b1011011};
      if(counter == 8'hFF) begin
        state <= IDLE;
      end
      else begin
        counter <= counter + 1;
      end
    end
  endcase
end
endmodule
`timescale 1ns / 1ps
module read_input(
    input clk, rst,
    input [3:0]switch_seg_0,  
    input [3:0]switch_seg_1,
    input [3:0]switch_seg_2,
    input [3:0]switch_seg_3,  
    output [15:0]usr_input  
    );
    bin_to_hex input_seg_0(clk, rst,switch_seg_0, usr_input[3:0]);  
    bin_to_hex input_seg_1(clk, rst,switch_seg_1, usr_input[7:4]);
    bin_to_hex input_seg_2(clk, rst,switch_seg_2, usr_input[11:8]);
    bin_to_hex input_seg_3(clk, rst,switch_seg_3, usr_input[15:12]);  
endmodule
</file>
<file path="./run.sh">
#!/bin/bash
# OpenROAD 26Q1-2900-gdf79404cd8, Yosys 0.63+post, stock flow scripts
make -C /OpenROAD-flow-scripts/flow DESIGN_CONFIG=/design/flow/config.mk WORK_HOME=/design/flow/orfs finish
</file>
<file path="./config.mk">
export PLATFORM = sky130hd
export DESIGN_NAME = guessing_game
export DESIGN_NICKNAME = guessing_game
export VERILOG_FILES = /design/flow/design.v
export SDC_FILE = /design/flow/constraint.sdc
export NUM_CORES = 4
export LEC_CHECK = 1
export CORE_UTILIZATION = 50
</file>
<file path="./constraint.sdc">
current_design guessing_game

set clk_period 4.8
set clk_io_pct 0.2

create_clock -name clk0 -period $clk_period [get_ports {clk}]

set non_clock_inputs [all_inputs -no_clocks]
set_input_delay [expr $clk_period * $clk_io_pct] -clock clk0 $non_clock_inputs
set_output_delay [expr $clk_period * $clk_io_pct] -clock clk0 [all_outputs]
</file>
==> reports/results.env <==
CP_SLOWEST_STAGE_DELAY_NS=0.92
FIRST_PASS_GRT_WIRE_LENGTH_UM=11930
CRIT_PATH_END_KIND='flip-flop'
SYNTH.LIB_CELLS_USED.DISTINCT=55
CLK-INSERTION-DELAY-LATE_NS=0.36
SYNTHFLOPTYPE='sky130_fd_sc_hd__dfxtp_1'
FLOW.AREA_GROWTH_FROM_SYNTHESIS_PCT=9.554
COUNT_OF_UNCLOCKED_REGISTER_OR_LATCH_PINS=13
CLOCK_PIN_TRANSITION_ON_THE_WORST_SETUP_AND_HOLD_TIMING_PATHS_NS=0.10
POWER.SEQUENTIAL.FRACTION_PCT=55.8
DP_SLACK_NS=1.443
GRT_START_MAX_NET_PINS=45
CRITPATHTOPFAMILY='buffers and inverters'
GR-TOTAL-OVERFLOW=0
POST_SYNTH.CELL_AREA_AVG_SQ_UM=10.90
RSZ0062_AT_GRT='false'
FIN_WS_NS=1.896
SYN_INST=394
CLOCK_TREE.ROOT_CELL='sky130_fd_sc_hd__clkbuf_8'
FLOORPLAN.DIE.HEIGHT_UM=94.69
POWER_FRAC_CLOCK_PCT=38.7
GRT_ANTENNA_BEFORE_REPAIR=0
CP_DATA_REQUIRED_TIME_NS=5.09
HOLD_PATH.CLASS='flip-flop to flip-flop'
FLOORPLAN.CORE_UTIL_PCT=52.02
CTS_RESIZED=0
MET3_USAGE_PCT=3.431
WORST_IR_DROP_VDD_mV=0.2263
FINAL_UTIL_PCT=56.98
REMAINING_DRCS=0
CRIT_SLOWEST_CELL='sky130_fd_sc_hd__clkdlybuf4s50_1'
ASYNCSETRESETFLOPFRACSYNTH_PCT=29.91
YOSYS_AREA_SQ_UM=4295
SEQ_TOTAL_AREA_YOSYS_PCT=53.60
COMB_POWER_SHARE_PCT=5.5
SLEW_HEADROOM_PCT=50.35
SWITCHING_POWER_W=0.0003574
PLACE_INST=496
PORTBUFFERS=16
DRIVE_ABOVE_1_SHARE_PCT=9.582
CRITICAL_PATH_PEAK_FANOUT=17
P_LEAK_nW=1.851
YOSYS.AREA.TOP_TYPE='sky130_fd_sc_hd__dfxtp_1'
COUNT_OF_INSTANTIATED_CELLS_IN_THE_YOSYS_NETLIST=394
FLOORPLAN.DIE.WIDTH_UM=94.69
SYN-CELL-AREA_SQ_UM=4295
NUMBER_OF_DETAILED_ROUTE_ITERATIONS_IN_THE_FIRST_PASS=4
WORST_SETUP_PATH_START_KIND='input pin'
TIMING.FINAL.MAX_SLEW_VIOLATIONS=0
FILLERINSTANCES=701
PLACE.DETAILED.HPWL_UM=4656
P_INT_W=0.001074
TOTAL_NEGATIVE_SETUP_SLACK_NS=0
VIAS_IN_THE_FIRST_GLOBAL_ROUTE=2497
POST_DRT_WL_PER_CELL_UM=13.54
FLOORPLAN.IO_PINS=33
GLOBALPLACE.CONGESTION=0.8573
CORE_SQ_UM=8258
LAYOUT_MIN_CYCLE_TIME_NS=2.904
FIN_WORST_SKEW_NS=0.01008
STAGE_LOG_WARNINGS=43
CP_CELL_INSTANCES='clkdlybuf4s50_1, clkinv_1, nand2_1, nor2_1, o21ai_0'
BUSIEST_METAL_LAYER_AFTER_GLOBAL_ROUTING='met1'
FLOORPLAN.DIE_AREA_SQ_UM=8965
CTS-BUFFERS-INSERTED=9
GRTUSAGEMET2_PCT=26.14
COUNT_OF_ENDPOINTS_WITHOUT_A_TIMING_CONSTRAINT=26
WIRELENGTH_UM=6930
POST-ROUTE-PERIOD-UTIL_PCT=60.50
NUM_ROWS=33
CTS_HOLD_BUFFERS=0
PATH_CLASS='input pin to flip-flop'
RUN_STATUS='completed'
SETUP_VIOL=0
CP_BUFS_INVS=2
SYNTHMOSTINSTANTIATEDCELL='sky130_fd_sc_hd__dfxtp_1'
ENABLE_FLOP_CELLS=0
FINALHOLDVIOLCOUNT=0
YS_SEQ_ELEMENTS=107
ARRIVAL_NS=3.19
ROUTE.ANTENNA.REMAINING_NETS=0
P_SW_SHARE_PCT=24.97
TIMING.MAX_CAP.VIOLATIONS=0
WORST_SLEW_PIN_SLEW_NS=0.7429
LAYOUTNONFILLERINSTCOUNT=512
CLOCK_TREE.HTREE_LEVEL_COUNT=3
TOPCELLSBYAREA='sky130_fd_sc_hd__dfxtp_1 (35%), sky130_fd_sc_hd__dfrtp_1 (19%), sky130_fd_sc_hd__mux4_2 (7.3%)'
GRT.MET1_USAGE_PCT=29.77
FIRST_ITER_VIOLATIONS=126
CTS_TREE='built'
YOSYS_WARNING_COUNT=83
DIODES=0
CLOCK_TREE.BUFFER_DEPTH=2
SYNTH_TOP_AREA_SHARE_PCT=34.95
ACHIEVABLE-FREQUENCY_GHz=0.3444
NUM_VIAS=2664
POWER_DENSITY_CELLS_nW_PER_UM2=304.2
YOSYS-TOP-CELLS-COUNT='sky130_fd_sc_hd__dfxtp_1 (75), sky130_fd_sc_hd__and2_1 (45), sky130_fd_sc_hd__nor2_1 (37)'
DRT-VIAS-PER-INSTANCE=5.203
GRT_UTIL_ALL_LAYERS_PCT=17.69
CTS.REPAIR_TIMING.SETUP_BUFFER_COUNT=0
## per-layer routing
metal | wire [um] | part of all wire (%)
met1 | 3518 | 51
met2 | 3096 | 45
met3 | 227 | 3.3
met5 | 0 | 0
met4 | 88 | 1.3
## cells in the final DEF (no fill, tap or decap), types with 5 or more instances in the layout
cell type	n
sky130_fd_sc_hd__dfrtp_1	32
sky130_fd_sc_hd__a21oi_1	9
sky130_fd_sc_hd__xnor2_1	12
sky130_fd_sc_hd__mux4_2	14
sky130_fd_sc_hd__clkbuf_8	9
sky130_fd_sc_hd__mux2i_1	9
sky130_fd_sc_hd__o21ai_0	17
sky130_fd_sc_hd__nand3_1	11
sky130_fd_sc_hd__inv_1	8
sky130_fd_sc_hd__and2_1	45
sky130_fd_sc_hd__clkdlybuf4s50_1	16
sky130_fd_sc_hd__dfxtp_1	75
sky130_fd_sc_hd__nor3_1	5
sky130_fd_sc_hd__nand2_1	17
sky130_fd_sc_hd__ha_1	6
sky130_fd_sc_hd__nor2b_1	6
sky130_fd_sc_hd__and3_1	7
sky130_fd_sc_hd__nor2_1	37
sky130_fd_sc_hd__nand4_1	8
## area by class of cell
cell class / instances / area [sq um] / share of cell area [%]
clock buffer: 9 / 123.9 / 2.632
clock inverter: 7 / 91.34 / 1.941
inverter: 9 / 33.78 / 0.7179
multi-input combinational: 256 / 1841 / 39.11
sequential: 107 / 2302 / 48.92
tap: 105 / 131.4 / 2.792
timing repair buffer: 19 / 182.7 / 3.882
## worst reg2reg max path: cells and delay by family, from the launching register on
| family | cells | cell delay (ns) |
|---|---|---|
| AOI/OAI and AO/OA | 1 | 0.11 |
| and+or+nand+nor | 3 | 1.16 |
| DFF | 1 | 0.42 |
## registers in the layout, summed over array words and instances (netlist names)
signal                       flops
C_In                            56
ssLED.clkCounter                17
counter                          8
ssLED.C_Out                      7
state                            5
debouncer_inst.deb_count         4
ssLED.AN_Out                     3
ssLED.LEDCounter                 3
debouncer_inst.clean             1
debouncer_inst.output_exist      1
num_correct_p2_disp.segOut       1
ssLED.slowClk                    1
## path summary, 6_finish.rpt
| kind | startpoint | slack, ns | cells after the start | endpoint |
|---|---|---|---|---|
| max in group asynchronous | rst | 2.67 | 3 | ssLED.clkCounter[0] |
| max reg2reg | ssLED.clkCounter[13] | 2.98 | 4 | ssLED.slowClk |
| min in group asynchronous | rst | 1.47 | 2 | num_correct_p2_disp.segOut[5] |
| min reg2reg | C_In[16] | 0.46 | 1 | C_In[16] |
| max | rst | 1.90 | 5 | C_In[7] |
| min | C_In[16] | 0.46 | 1 | C_In[16] |
## metrics by stage
stage | instance area (sq um) | hold slack (ns) | power [W]
2_1_floorplan | 4299 | 0.4215 | 0.0008793
3_3_place_gp | 4491 | 0.4366 | 0.0008960
3_5_place_dp | 4491 | 0.4381 | 0.0008966
4_1_cts | 4706 | 0.4652 | 0.001458
5_1_grt | 4706 | 0.4823 | 0.001501
6_report | 4706 | 0.4599 | 0.001432
## cell families (layout without fill, tap and decap cells)
kind of cell               Yosys count  count (layout)  share of synthesized area [%]
AOI/OAI and AO/OA                   55              55                          8.447
xor gates and xnor gates            16              16                          3.262
adders and majority gates            6               6                          1.748
buffers and inverters               32              44                          3.641
DFF                                107             107                          53.60
muxes                               23              23                          9.438
other                                1               2                        0.08730
and+or+nand+nor                    154             154                          19.78
## power groups by stage
stage	logic [W]	clock network [W]	registers, W
finish	0.0000788	0.000554	0.000799
global route	0.0000895	0.000611	0.000801
CTS	0.0000799	0.000579	0.000799
Power and IR drop assume default switching activity.
