<file path="design/flow/design.v">
`timescale 1ns / 1ps
module clk_divider(
	input clk_in,
	input rst,
	output reg divided_clk
);
parameter toggle_value = 26'b10011000100101101000000000;
reg[25:0] cnt;
always@(posedge clk_in or posedge rst)
begin
	if (rst==1) begin
		cnt <= 0;
		divided_clk <= 0;
	end
	else begin
		if (cnt==toggle_value) begin
			cnt <= 0;
			divided_clk <= ~divided_clk;
		end
		else begin
			cnt <= cnt +1;
			divided_clk <= divided_clk;		
		end
	end
end
endmodule
</file>
<file path="design/flow/run.sh">
#!/bin/bash
# OpenROAD 26Q1-2900-gdf79404cd8, Yosys 0.63+post, stock flow scripts
make -C /OpenROAD-flow-scripts/flow DESIGN_CONFIG=/design/flow/config.mk WORK_HOME=/design/flow/orfs finish
</file>
<file path="design/flow/config.mk">
export PLATFORM = sky130hd
export DESIGN_NAME = clk_divider
export DESIGN_NICKNAME = clk_divider
export VERILOG_FILES = /design/flow/design.v
export SDC_FILE = /design/flow/constraint.sdc
export NUM_CORES = 4
export LEC_CHECK = 1
export CORE_AREA = 10 10 107 107
export DIE_AREA = 0 0 117 117
</file>
<file path="design/flow/constraint.sdc">
current_design clk_divider

set clk_period 4.3
set clk_io_pct 0.2

create_clock -name clk0 -period $clk_period [get_ports {clk_in}]

set non_clock_inputs [all_inputs -no_clocks]
set_input_delay [expr $clk_period * $clk_io_pct] -clock clk0 $non_clock_inputs
set_output_delay [expr $clk_period * $clk_io_pct] -clock clk0 [all_outputs]
</file>
==> out/metrics.cfg <==
[critical_path]
arrival_ns = 1.11
cp_max_fo = 2
critPathLaunchType = register
worst-path-buf-inv = 1
critPathLaunch = divided_clk
slowest_delay_ns = 0.47
worstSetupPathType = register to output pin
cp-end-kind = output pin
crit_slowest_cell = clkdlybuf4s50_1
path_cells = clkdlybuf4s50_1
rr_startpoint = cnt[2]
required_ns = 3.44
critical_path.top_delay_family = buffers and inverters

[die]
die_w_um = 117
dieArea_um2 = 13700
die_height_um = 117
core_um2 = 9200
core.rowCount = 35
io_pins = 3
fp-utilization_pct = 14.3

[power_and_ir_drop]
comb_power_share_pct = 1.6
p_int_w = 0.000321
power-per-cell-area_nw_per_um2 = 262
p_sw_w = 0.0000781
seq_power_share_pct = 63.5
ir_drop_mv = 0.136
p_leak_nw = 0.633
clkPwrFrac_pct = 34.9
netSwitchingFraction_pct = 19.6

[cts]
hold_buffers = 0
cts_max_path_buffers = 2
cts_tree = yes
clkTransAtPathRegs_ns = 0.08
cts_root_buf = clkbuf_8
cts.sinks = 27
cts-buffers-inserted = 3
clk_latency_ns = 0.27
post_cts_buffers = 0
h-tree-depth = 1
post_cts_resized = 0

[synthesis]
ys_sh_simple_pct = 28.0
yosysWarnings = 1
synth_stat.cells = 126
syn-instance-count = 126
synth_xor_xnor_area_share_pct = 14.0
ys_seq_share_pct = 51.3
mux_area_share_pct = 0
synth-area-yosys_um2 = 1320
yosysUniqueCellTypes = 25
syn_area_um2 = 1320
adder_share_pct = 1.90
syn_area_per_cell_um2 = 10.4
topCombFamilyByArea = simple AND/OR/NAND/NOR gates
aoi_share_pct = 2.28
ys_ff = 27

[route]
firstDrtPassIters = 4
drt-total-wl_um = 2420
via_per_inst = 3.89
vias = 942
antenna_cells = 0
post_drt_wl_per_cell_um = 9.99
drtIter0Drc = 80
route.detailed.drc = 0
final_antenna_net_count = 0

[final_timing]
tightest_slew_ns = 0.564
setup_tns_ns = 0
grt_setup_unrepaired = no
fin_crit_sh_pct = 45.7
hold_viol = 0
clock_skew_ns = 0.00309
setup_viol = 0
slew_viol_final = 0
max-slew-margin-rel_pct = 62.1
fin_crit_ns = 1.97
fmaxAchievable_ghz = 0.508

[placement]
dp_cells = 238
dpl.hpwl_um = 1740
io_buffers = 2
globalplace.congestion = 0.815

[flow_run]
tool_warnings = 26
maxCapViolations = 0

[grt]
use_met2_pct = 5.70
overflow = 0
grt_pass1_wl_um = 4140
grt_pass1_vias = 861
track_usage_pct = 3.63
grt_busiest_layer = met2
antenna_found_initial = 0
grtUsageMet1_pct = 5.44
grt_max_degree = 28
met3_usage_pct = 0.516

[cells_and_area]
flop_area_um2 = 676
area_growth_pct = 15.8
fillers = 1012
instances_no_fill = 242
drive_gt1_share_pct = 7.63
logic_area_um2 = 614

[run_status]
status = finished clean

[min_path]
hold_path.class = register to register
hold_path.startpoint = divided_clk

## cells in the mapped netlist
library cell	count	area share (%)
inv_1	4	1.1
xnor2_1	15	10
dfrtp_1	27	51
nor2b_1	1	0.48
ha_1	2	1.9
nand4_2	2	1.9
nor4_1	7	3.3
a21oi_1	2	0.76
and3_1	2	0.95
buf_2	2	0.76
or4_4	1	0.86
buf_4	1	0.57
nand3b_1	2	1.1
nand2_1	10	2.9
nand4_1	8	3.8
o21ai_0	4	1.5
and4_1	2	1.3
and2_1	1	0.48
nand3_1	9	3.4
nor2_1	11	3.1
nand4b_1	1	0.67
nor4b_1	3	2.0
xor2_1	6	4.0
or3_1	2	0.95
and4_2	1	0.76
## area by class of cell
class | count | share of cell area, %
Multi-Input combinational cell | 92 | 40.3
Sequential cell | 27 | 44.3
Tap cell | 111 | 9.11
Timing Repair Buffer | 4 | 2.30
Inverter | 4 | 0.985
Clock buffer | 4 | 2.96
## sequential cells by signal, indices dropped and copies added, names as in the netlist
register	count
cnt	26
divided_clk	1
## stage by stage
stage / util, % / setup slack, ns / power, W / instance area [µm²] / hold slack (ns)
floorplan: - / 2.67 / 0.000262 / 1320 / 0.420
global placement: 16.1 / 2.54 / 0.000265 / 1480 / 0.454
detailed placement: 16.1 / 2.55 / 0.000266 / 1480 / 0.462
CTS: 16.6 / 2.31 / 0.000407 / 1520 / 0.480
global route: 16.6 / 2.29 / 0.000414 / 1520 / 0.508
finish: 16.6 / 2.33 / 0.000399 / 1520 / 0.474
## logic make-up after synthesis
family,count (synthesis)
AND/OR/NAND/NOR,63
flip-flops,27
XOR/XNOR,21
buffers and inverters,7
AND-OR/OR-AND,6
adder cells (fa/ha/maj),2
## layer usage
metal / share of wire, % / wire [µm]
met4: 0.54 / 13
met1: 50 / 1200
met5: 0 / 0
met3: 5.7 / 138
met2: 44 / 1070
## worst register-to-register path: stages (launching register included)
cell	delay, ns
dfrtp_1	0.48
nand4_2	0.18
or4_4	0.58
or3_1	0.32
a21oi_1	0.14
## final timing paths
check,end,slack (ns),cells past startpoint
hold reg to reg,divided_clk,0.47,1
hold / removal,divided_clk,0.47,1
max in group asynchronous,cnt[17],3.10,3
setup / recovery,divided_clk,2.33,1
min in group asynchronous,cnt[1],0.95,3
setup reg to reg,cnt[17],2.54,4
## cells in the final DEF (no fill, tap or decap), drive strengths merged
cell type / netlist / final
inv: 4 / 4
clkbuf: 0 / 4
and3: 2 / 2
clkdlybuf4s50: 0 / 2
a21oi: 2 / 2
nand2: 10 / 10
and4: 3 / 3
nand3b: 2 / 2
xor2: 6 / 6
nand3: 9 / 9
nand4b: 1 / 1
nand4: 10 / 10
dfrtp: 27 / 27
xnor2: 15 / 15
o21ai: 4 / 4
nor4b: 3 / 3
nor4: 7 / 7
or3: 2 / 2
and2: 1 / 1
nor2b: 1 / 1
nor2: 11 / 11
ha: 2 / 2
buf: 3 / 2
or4: 1 / 1
## power groups by stage
stage / Combinational, W / Clock (W) / Sequential (W)
final: 0.00000636 / 0.000139 / 0.000254
after global routing: 0.00000748 / 0.000153 / 0.000254
after CTS: 0.00000693 / 0.000147 / 0.000254
No activity file was given, so power comes from the tool's default toggle rates.
