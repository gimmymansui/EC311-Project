## flow/design.v

```verilog
`timescale 1ns / 1ps
module guess_checker (
  input wire clk,
  input wire reset,
  input wire [15:0] secret_number,
  input wire [15:0] guess,
  output reg [3:0] wrong_place_count,
  output reg [3:0] correct_place_count
);
      reg [3:0] local_correct_place_count;
      reg [3:0] local_wrong_place_count;
      reg [3:0] i, j;
  always @(posedge clk or posedge reset) begin
    if (reset) begin
      wrong_place_count <= 4'b0000;
      correct_place_count <= 4'b0000;
    end else begin
      local_correct_place_count = 4'b0000;
      local_wrong_place_count = 4'b0000;
      for (i = 0; i < 4; i = i + 1) begin
        if (secret_number[i*4 +: 4] == guess[i*4 +: 4]) begin
          local_correct_place_count = local_correct_place_count + 1;
        end
      end
      for (i = 0; i < 4; i = i + 1) begin
        for (j = 0; j < 4; j = j + 1) begin
          if (i != j && secret_number[i*4 +: 4] == guess[j*4 +: 4]) begin
            local_wrong_place_count = local_wrong_place_count + 1;
          end
        end
      end
      wrong_place_count <= local_wrong_place_count;
      correct_place_count <= local_correct_place_count;
    end
  end
endmodule
`timescale 1ns / 1ps
module hex_digit_selector (
  input wire clk,
  input wire [3:0] switches,
  output reg [3:0] hex_digit
);
  always @(posedge clk) begin
    hex_digit <= switches;
  end
endmodule
`timescale 1ns / 1ps
module top (
  input wire clk,
  input wire reset,
  input wire [3:0] switches1,
  input wire [3:0] switches2,
  input wire [3:0] switches3,
  input wire [3:0] switches4,
  input wire [15:0] guess,
  output wire [15:0] secret_number,
  output wire [3:0] wrong_place_count,
  output wire [3:0] correct_place_count
);
  wire [3:0] digit1;
  wire [3:0] digit2;
  wire [3:0] digit3;
  wire [3:0] digit4;
  hex_digit_selector digit_selector1 (
    .clk(clk),
    .switches(switches1),
    .hex_digit(digit1)
  );
  hex_digit_selector digit_selector2 (
    .clk(clk),
    .switches(switches2),
    .hex_digit(digit2)
  );
  hex_digit_selector digit_selector3 (
    .clk(clk),
    .switches(switches3),
    .hex_digit(digit3)
  );
  hex_digit_selector digit_selector4 (
    .clk(clk),
    .switches(switches4),
    .hex_digit(digit4)
  );
  assign secret_number = {digit1, digit2, digit3, digit4};
  guess_checker guess_checker_inst (
    .clk(clk),
    .reset(reset),
    .secret_number(secret_number),
    .guess(guess),
    .wrong_place_count(wrong_place_count),
    .correct_place_count(correct_place_count)
  );
endmodule
```

## flow/run.sh

```bash
#!/bin/bash
# OpenROAD 26Q1-2900-gdf79404cd8, Yosys 0.63+post, stock flow scripts
make -C /OpenROAD-flow-scripts/flow DESIGN_CONFIG=/design/flow/config.mk WORK_HOME=/design/flow/orfs finish
```

## flow/config.mk

```make
export PLATFORM = sky130hd
export DESIGN_NAME = top
export DESIGN_NICKNAME = top
export VERILOG_FILES = /design/flow/design.v
export SDC_FILE = /design/flow/constraint.sdc
export NUM_CORES = 4
export LEC_CHECK = 1
export CORE_UTILIZATION = 40
```

## flow/constraint.sdc

```tcl
current_design top

set clk_period 4.1
set clk_io_pct 0.2

create_clock -name clk0 -period $clk_period [get_ports {clk}]

set non_clock_inputs [all_inputs -no_clocks]
set_input_delay [expr $clk_period * $clk_io_pct] -clock clk0 $non_clock_inputs
set_output_delay [expr $clk_period * $clk_io_pct] -clock clk0 [all_outputs]
```

==> CHANGELOG.md <==
### Implementation results

* Seq share, synth at between 20% and 30%
* Yosys chip area at between 2000 and 2500 um^2
* Least-Margin Pin Slew at 623 ps
* Sw Pwr at 353 uW
* CTS tree: done
* Total number of vias at about 2.3k
* Warnings, synthesis at 2
* Global-route wire length before repair at roughly 11000 um
* EDFF count, synth at 0
* WP buf/inv at 4
* Critical Path RT at roughly 4300 ps
* Layout cell share with drive strength beyond 1 at a little over two fifths
* Tmin final at ~5500 ps
* Final Cell Area at about 4300 um^2
* Syn Inst Count at 259
* Max cap viols at 0
* Failing checks: negative setup slack
* Final WS setup at -1370 ps
* Vias/cell at 4.68
* Chip footprint at roughly 6500 um^2
* Final core utilization at 71.4%
* Leakage at just under 0.002 uW
* Clock buffer depth at 2
* H-tree levels at 1
* Critical path startpoint category: input pin
* Total GRT Usage at 22.0%
* Storage element area at 520 um^2
* Crit path capture type: flop
* HPWL Detailed at around 5200 um
* Core Footprint at just under 6000 um^2
* CTS Buf Count at 3
* Fillers at approximately 440
* Post-CTS Hold Buffers at 0
* Post-Syn Area at approximately 2500 um^2
* # setup viols final at 3
* Sequential share of power at between 20% and 30%
* Final Max-Slew Violation Tally at 0
* Initial drt markers at roughly 50
* GRT overflow at 0
* Cell Type Count at between 50 and 60
* GP Congestion at 0.891
* Most used DFF post-synth: dfxtp_1
* Die Ht at ~80 um
* Pre-CTS setup slack at -2270 ps
* Worst path max stage delay at around 290 ps
* Most frequent CP cell: ha_4
* Tool Warnings at 30
* Detailed Route WL at approximately 6500 um
* Root Driver: clkbuf_8
* Outcome: complete, but fails checks
* Area grow syn2layout at 71.9%
* Relative slew margins at between 50% and 60%
* # Cells Yosys at ~260
* F_max at around 180 MHz
* Power per cell area at 258 nW/um^2
* Setup repair after global routing missed its margin: yes
* Post-DRT Antenna Nets at 0
* Syn avg cell area at roughly 9.6 um^2
* Comb pwr share at 56.2%
* Logic area at between 2000 and 2500 um^2
* I/O pins at 58
* HP Class: in2async
* Clock skew at roughly 6.6 ps
* Yosys reg bits at 24
* Vias in the first global route at 2349
* Wire per inst at 13.3 um
* CP arrival at roughly 5600 ps
* Insertion Delay late pin at between 200 and 300 ps
* Row cnt at 28
* DR DRC count at 0
* Initial antenna violation count at 0
* Port bufs at around 57
* Worst VDD drop at ~150 uV
* Largest net degree at the start of global routing at 15
* Die W at around 81 um
* CTS Sinks at 24
* Clk pwr share at a little under a fifth
* Drt first pass iters at 4
* Antenna cells at 0
* CP max FO at 3
* Delay-heaviest family, CP: adder cells
* Int Power at about 740 uW
* Number of hold violations in the final report at 0
* Crit path max-delay cell type: mux2_4
* WS Path Type: in2reg
* Clock Pin Slew Worst Setup and Hold Paths at 90 ps
* FP Util at around two fifths
* DP Cell Count at approximately 470
* Placed inst area at just under 4000 um^2
* Async S/R FF share, synth at 33.3%
* Sw Ratio at 32.2%
* Final period util at 133%
* Non-filler instance count after layout at between 400 and 500
[registers in the layout (all words and copies together), names as in the netlist]
| name | cells |
|---|---|
| guess_checker_inst.wrong_place_count | 4 |
| digit_selector4.hex_digit | 4 |
| digit_selector3.hex_digit | 4 |
| digit_selector1.hex_digit | 4 |
| digit_selector2.hex_digit | 4 |
| guess_checker_inst.correct_place_count | 4 |
[cell usage in the layout (no fill, tap or decap), types with 2 or more instances in the layout]
cell	Yosys	layout
buf_4	0	95
clkdlybuf4s50_1	0	41
xor2_1	48	40
xnor2_1	41	30
nand2_1	18	18
dfxtp_1	16	16
xnor2_2	3	14
inv_1	16	11
xor2_2	1	9
nand4_1	8	8
ha_4	0	8
dfrtp_1	8	8
buf_6	1	8
nor2_1	9	7
inv_2	1	6
nand3_1	6	6
nor4_4	4	4
mux2_4	0	4
ha_1	13	4
nor4_1	4	3
a21oi_1	4	3
nor2b_1	3	3
and3_1	3	3
o211ai_1	3	3
xnor3_1	3	3
clkbuf_8	0	3
clkdlybuf4s15_2	0	3
buf_2	2	3
nor4_2	1	2
nor2_2	0	2
a21oi_4	1	2
mux2i_1	2	2
nor3_1	4	2
a31oi_1	4	2
dlygate4sd2_1	0	2
[metrics by stage]
stage          TNS [ps]  power [uW]  hold WS, ps
3_5_place_dp      -7040         819          825
6_report          -3910        1100          772
2_1_floorplan     -4870         580          636
4_1_cts           -3840        1090          784
5_1_grt           -4740        1180          810
3_3_place_gp      -6710         814          826
[cell type report]
cell class / instances / share of cell area, %
Clock inverter: 1 / 0.706
Sequential cell: 24 / 12.2
Clock buffer: 3 / 0.971
Inverter: 17 / 1.50
Multi-Input combinational cell: 213 / 51.5
Timing Repair Buffer: 154 / 30.9
Tap cell: 75 / 2.21
[metal layers]
layer  track usage [%]  part of all wire [%]  vias up
li1                  -                     -     1188
met1              32.4                    51     1034
met2              36.6                    45       52
met3              2.19                   3.1        6
met4              2.32                   1.2        0
met5                 0                     0        -
[synthesized netlist by cell type (all sizes together) (2+ instances only)]
cell type / number / area [um^2]
and3: 4 / 30.0
mux2: 5 / 56.3
nor3: 4 / 20.0
nand4: 8 / 50.1
o21ai: 2 / 10.0
buf: 3 / 21.3
dfxtp: 16 / 320
inv: 17 / 63.8
mux2i: 2 / 20.0
nand3: 7 / 40.0
clkbuf: 2 / 7.51
a31oi: 4 / 25.0
xnor2: 44 / 408
o211ai: 3 / 22.5
nor2: 9 / 33.8
nand2: 18 / 67.6
a22oi: 2 / 20.0
ha: 13 / 163
a21oi: 5 / 36.3
nor4: 9 / 123
dfrtp: 8 / 200
nor2b: 3 / 18.8
xnor3: 4 / 91.3
xor2: 49 / 437
[power by group through the flow]
stage,clock network [uW],logic (uW),registers [uW]
CTS,212,609,271
global route,225,678,274
finish,208,616,271
[kinds of logic (layout without fill, tap and decap cells)]
| kind of cell | after synthesis | count (layout) | synth area share [%] |
|---|---|---|---|
| buf+inv | 22 | 175 | 3.74 |
| xor+xnor | 97 | 97 | 37.8 |
| compound gates | 26 | 26 | 9.86 |
| simple gates | 69 | 69 | 17.7 |
| flops | 24 | 24 | 21.0 |
| fa+ha+maj | 13 | 13 | 6.58 |
| mux | 7 | 7 | 3.09 |
| other cells | 1 | 1 | 0.152 |
[what timing repair did]
| item | 4_1_cts | 5_1_grt |
|---|---|---|
| buffers inserted | 15 | 1 |
| gates resized | 96 | 6 |
| setup endpoints to repair | 4 | 4 |
| pin swaps | 34 | 7 |
[worst paths after layout]
path	start	to	slack, ps	cells past startpoint
min in group clk0	digit_selector1.hex_digit[2]	guess_checker_inst.correct_place_count[0]	840	3
worst min register to register	digit_selector1.hex_digit[2]	guess_checker_inst.correct_place_count[0]	840	3
worst max register to register	digit_selector4.hex_digit[2]	guess_checker_inst.wrong_place_count[2]	-1290	30
max in group asynchronous	reset	guess_checker_inst.correct_place_count[0]	3110	2
worst min-delay path	reset	guess_checker_inst.wrong_place_count[2]	770	2
worst max-delay path	guess[5]	guess_checker_inst.wrong_place_count[2]	-1370	31
Power and IR drop assume default switching activity.
